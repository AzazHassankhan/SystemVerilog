File: design/flow/config.mk
export PLATFORM = sky130hd
export DESIGN_NAME = RAM
export DESIGN_NICKNAME = RAM
export VERILOG_FILES = /design/flow/design.v
export SDC_FILE = /design/flow/constraint.sdc
export NUM_CORES = 4
export LEC_CHECK = 1
export CORE_UTILIZATION = 40
export SYNTH_HDL_FRONTEND = slang
File: design/flow/constraint.sdc
current_design RAM

set clk_period 9.7
set clk_io_pct 0.2

create_clock -name clk0 -period $clk_period [get_ports {clk}]

set non_clock_inputs [all_inputs -no_clocks]
set_input_delay [expr $clk_period * $clk_io_pct] -clock clk0 $non_clock_inputs
set_output_delay [expr $clk_period * $clk_io_pct] -clock clk0 [all_outputs]
File: design/flow/design.v
module RAM#(parameter DATA_WIDTH = 8, parameter ADDR_WIDTH = 6)
	(		input logic[(DATA_WIDTH - 1): 0] datain,
		input logic[(ADDR_WIDTH - 1): 0] addr,
		input logic wrt, input logic rdd, input logic clk,
		output logic[(DATA_WIDTH - 1): 0] dataout
);
logic[DATA_WIDTH - 1: 0] ram[0: 2 **ADDR_WIDTH - 1];
always_ff @(posedge clk)
begin
if (wrt) 
begin ram[addr] <= datain; end
if (rdd) 
begin
dataout <= ram[addr];
end
end
endmodule
File: design/flow/run.sh
#!/bin/bash
# OpenROAD 26Q1-2900-gdf79404cd8, Yosys 0.63+post, stock flow scripts
make -C /OpenROAD-flow-scripts/flow DESIGN_CONFIG=/design/flow/config.mk WORK_HOME=/design/flow/orfs finish
==> results.py <==
# Synthesis and PnR figures
metrics = {
    "status": {
        "run_status": "complete, no violations",
    },
    "power_and_ir_drop": {
        "power_density_nw_per_um2": 202,
        "post-layout-total-power_mw": 4.64,
        "leakagePower_nw": 7.25,
        "ir_worst_vdd_mv": 0.134,
    },
    "drt": {
        "vias": 11200,
        "routed_wl_um": 53000,
        "n_antenna_cell": 0,
        "wl_met3_um": 7330,
        "route.met2.wl_um": 24900,
        "route.layer.met1.wl_um": 19500,
        "pre_repair_dr_iteration_count": 6,
        "top_layer_used": "met4",
        "drt_first_iter_violations": 890,
        "vias_per_cell": 5.83,
        "ant_nets": 0,
        "wl_per_cell_um": 27.7,
        "drc_errors": 0,
    },
    "layout": {
        "finalInstanceArea_um2": 23000,
        "area_growth_pct": 12.0,
        "fin_util": 0.457,
        "final_layout_size_suffix_gt1_frac": 0.136,
        "final.fill_count": 4156,
    },
    "cts": {
        "post_cts_hold_buffer_count": 0,
        "cts-root-to-sink-buffers": 3,
        "worstSkewPairLatency_ns": 0.61,
        "clkTransAtPathRegs_ns": 0.06,
        "htreeDepth": 2,
        "cts_root_buf": "clkbuf_16",
        "tritoncts.num_buffers": 52,
        "number_of_cells_upsized_or_downsized_after_cts": 0,
        "cts_tree": "yes",
        "tritoncts_num_sinks": 520,
        "cts_setup_buffers": 0,
    },
    "timing": {
        "relSlewSlack": 0.340,
        "clock.fmax_mhz": 194,
        "final_period_minus_worst_setup_slack_ns": 5.16,
        "grt_setup_unrepaired": "no",
        "worst_clock_skew_ns": 0.0273,
        "final_hold_viol_count": 0,
        "timing_worst_slew_pin_value_ns": 0.987,
        "min_period_over_period": 0.531,
        "report.final.slew_viol_count": 0,
        "timing.final.setup_violations": 0,
        "fin_ws_ns": 4.54,
        "finalSetupTns_ns": 0,
    },
    "setup_path": {
        "critical-path-slowest-cell": "nor2_1",
        "critical_path.endpoint_type": "flop",
        "worst_setup_path_start_kind": "input pin",
        "critical_path.n_buffers_inverters": 3,
        "critPathMaxStageDelay_ns": 0.79,
        "cp.arrival_ns": 5.37,
        "critical_path_peak_fanout": 32,
        "path_cells": "buf_4, buf_4, buf_4, and2_1, nand3_1, nor2_1",
        "crit_path_start": "addr[0]",
        "critical_path_s_most_frequent_cell": "buf_4",
        "critical-path-top-delay-family": "simple AND/OR/NAND/NOR gates",
        "timing.setup.critical_path_class": "in -> reg",
        "worstReg2RegStart": "ram[4][7]",
        "worstPathRequired_ns": 9.92,
    },
    "placed_design": {
        "placement.cell_area_um2": 21400,
        "globalplace.congestion": 0.979,
        "pre_cts_slack_ns": 3.96,
        "numPortBuffers": 24,
        "dpl.hpwl_um": 32700,
    },
    "global_routing": {
        "global_route.usage.total": 0.228,
        "grt_overflow": 0,
        "via_count_of_the_first_global_routing_pass": 11900,
        "antenna_found_initial": 0,
        "global_route_wire_length_before_repair_um": 79100,
        "largest_net_degree_at_the_start_of_global_routing": 75,
    },
    "flow_run": {
        "log.warning_count": 25,
        "cap_violations": 0,
    },
    "synthesis": {
        "yosys_most_used_dff": "edfxtp_1",
        "netlist-cell-type-count": 55,
        "synth_flops": 520,
        "synth.avg_cell_area_um2": 17.5,
        "async_flop_share": 0,
        "netlist_instances": 1171,
        "yosys_cells": 1171,
        "synth-area-yosys_um2": 20500,
        "yosysSeqAreaShare": 0.761,
        "synthesis.yosys.warnings": 0,
        "edf_count": 520,
        "synthesis.area_um2": 20500,
    },
    "floorplan": {
        "pin_count": 25,
        "design.die.area_um2": 52200,
        "floorplan.core_area_um2": 50400,
        "die_h_um": 229,
        "std_cell_rows": 82,
        "floorplanUtilization": 0.408,
        "dieWidth_um": 229,
    },
    "min_path": {
        "timing.hold.worst.start": "ram[3][2]",
        "hp-class": "reg -> reg",
    },
}
-- final timing paths --
path | to | slack [ns] | cells past startpoint
setup reg to reg | dataout[7] | 7.22 | 5
hold reg to reg | dataout[2] | 0.77 | 3
hold / removal | dataout[2] | 0.77 | 3
setup / recovery | ram[23][5] | 4.54 | 6
-- state kept, by name, indices dropped and copies added, names as in the netlist --
signal,count
ram,512
dataout,8
-- power by group --
part / switching (mW) / internal [mW] / total, mW
clock: 0.822 / 1.06 / 1.89
combinational: 0.173 / 0.0798 / 0.252
sequential: 0.00635 / 2.49 / 2.50
total: 1.00 / 3.64 / 4.64
-- routing by layer --
layer,up-vias,track usage
met4,0,0.0432
met5,-,0
met2,614,0.334
met1,5624,0.311
li1,4834,-
met3,90,0.140
-- worst min-delay path, stage by stage (launching register included) --
cell and delay (ns):
edfxtp_1 0.32, o2bb2ai_1 0.16, o31ai_1 0.10, nand4_1 0.08
-- stage by stage --
stage	instances	hold WS [ns]
floorplan	1171	0.639
finish	1913	0.766
CTS	1913	0.770
global placement	1819	0.763
global route	1913	0.794
detailed placement	1819	0.770
-- synthesized netlist by cell type (all sizes together) (12+ instances only) --
master,count,share of area
nand2,45,0.0082
mux2i,63,0.031
a31oi,15,0.0046
mux4,41,0.045
nand2b,24,0.0073
a21oi,28,0.0068
edfxtp,520,0.76
nor2,82,0.015
mux2,12,0.0066
a22oi,40,0.015
clkbuf,36,0.0066
nand3b,12,0.0044
a221oi,21,0.0090
buf,45,0.013
o22ai,22,0.0067
-- area by class of cell --
cell class                      count  area [µm²]  share of cell area
Clock buffer                       66        1350              0.0589
Clock inverter                     28         224             0.00974
Inverter                            3        11.3            0.000490
Multi-Input combinational cell    567        4510               0.196
Sequential cell                   520       15600               0.679
Tap cell                          672         841              0.0366
Timing Repair Buffer               57         444              0.0193
-- cells in the final DEF, fill, tap and decap left out, drive strengths merged, types with 6 or more instances in the layout --
cell type      count
clkinv            21
o2bb2ai            7
buf               44
o221ai             9
nand3b            12
and4               6
a221oi            21
clkdlybuf4s50     13
a221o             11
nand2             45
o22ai             22
mux2i             63
edfxtp           520
and2              10
a32oi              7
nor2              82
o22a              11
a22o              10
nand3              8
a31oi             15
and3               9
nor2b              8
o21ai             11
mux2              12
clkbuf            66
a21oi             28
mux4              41
a22oi             40
nand2b            24
a211oi             6
-- kinds of logic (layout without fill, tap and decap cells) --
group           Yosys count  count (layout)  synth area share
mux                     116             116            0.0823
compound gates          222             222            0.0804
flops                   520             520             0.761
simple gates            229             229            0.0569
buf+inv                  84             154            0.0197
Power figures rest on the tool's default switching activity, not on a simulated workload.
