## flow/config.mk

```make
export PLATFORM = sky130hd
export DESIGN_NAME = Counter
export DESIGN_NICKNAME = Counter
export VERILOG_FILES = /design/flow/design.v
export SDC_FILE = /design/flow/constraint.sdc
export NUM_CORES = 4
export LEC_CHECK = 1
export CORE_AREA = 10 10 70 70
export DIE_AREA = 0 0 80 80
export SYNTH_HDL_FRONTEND = slang
```

## flow/constraint.sdc

```tcl
current_design Counter

set clk_period 1.4
set clk_io_pct 0.2

create_clock -name clk0 -period $clk_period [get_ports {clk}]

set non_clock_inputs [all_inputs -no_clocks]
set_input_delay [expr $clk_period * $clk_io_pct] -clock clk0 $non_clock_inputs
set_output_delay [expr $clk_period * $clk_io_pct] -clock clk0 [all_outputs]
```

## flow/design.v

```verilog
module Counter#(parameter Data_Width=8)(
input logic clk,en,rst,ld,
input logic[Data_Width-1:0] datain,
output logic[Data_Width-1:0] dataout
);
logic [Data_Width-1:0] temp;
always_ff @(posedge clk)
begin
			if (rst)
				temp <= 0;
			else if (ld)
				temp <= datain;
			else if ( en)
				temp <= temp + 1;
end
assign dataout=temp;
endmodule
```

## flow/run.sh

```bash
#!/bin/bash
# OpenROAD 26Q1-2900-gdf79404cd8, Yosys 0.63+post, stock flow scripts
make -C /OpenROAD-flow-scripts/flow DESIGN_CONFIG=/design/flow/config.mk WORK_HOME=/design/flow/orfs finish
```

==> impl_metrics.env <==
# flow metrics
export IMPL_outcome="finished clean"
export IMPL_post_route_cells_drive_above_1_share_pct=23.08
export IMPL_maxSlewViolCount=0
export IMPL_openroad_warnings=25
export IMPL_crit_chain="clkdlybuf4s50_1"
export IMPL_cts_hold_fix_buffers=0
export IMPL_power_static_leakage_uw=0.0003391
export IMPL_finalNonFillerCells=124
export IMPL_timing_worst_slew_pin_value_ns=0.2527
export IMPL_coreArea_um2=3416
export IMPL_critical_path_max_fanout=2
export IMPL_yosys_area_top_type_share_pct=34.50
export IMPL_n_antenna_cell=0
export IMPL_placed_cells_incl_taps=118
export IMPL_synth_flops=8
export IMPL_regToRegEndpoint="dataout[7]"
export IMPL_largest_register_ffs=8
export IMPL_routed_wire_length_per_instance_um=11.02
export IMPL_multi_input_comb_area_um2=274.0
export IMPL_fin_util_pct=23.04
export IMPL_die_height_um=80
export IMPL_io_buffers=19
export IMPL_boundaryPins=20
export IMPL_clock_root_buffer="clkbuf_4"
export IMPL_synthCells=53
export IMPL_start_to_end_type_of_the_worst_setup_path="flip-flop to output pin"
export IMPL_syn_area_per_cell_um2=8.758
export IMPL_timing_final_crit_share_pct=95.99
export IMPL_placed_cell_area_um2=711.9
export IMPL_netlist_top_cell_by_area="dfxtp_1"
export IMPL_routed_vias=472
export IMPL_die_width_um=80
export IMPL_avgViaCountPerCell=3.806
export IMPL_final_fill_count=380
export IMPL_area_delta_synth_final_pct=69.54
export IMPL_max_clock_freq_ghz=0.7441
export IMPL_grt_overflow_total=0
export IMPL_timing_clock_skew_ns=0.002813
export IMPL_route_detailed_drc=0
export IMPL_worst_path_dominant_cell_family="buffers and inverters"
export IMPL_seq_area_frac_synth_pct=34.50
export IMPL_final_design_area_no_fill_um2=787.0
export IMPL_cts_buffers=3
export IMPL_path_buffers=1
export IMPL_number_of_standard_cells_reported_by_yosys=53
export IMPL_critical_path_max_stage_delay_ns=0.47
export IMPL_final_min_clock_period_ns=1.344
export IMPL_worst_ep_arrival_time_ns=1.06
export IMPL_worst_setup_path_endpoint="dataout[2]"
export IMPL_maximum_number_of_pins_on_one_net_before_global_route_repair=11
export IMPL_yosys_area_um2=464.2
export IMPL_hold_path_depth=2
export IMPL_register_to_register_setup_slack_ns=0.11
export IMPL_power_dens_cells_nw_per_um2=723.1
export IMPL_rr_worst_depth=4
export IMPL_ir_worst_vdd_v=0.0003237
export IMPL_worstHoldPathType="flip-flop to flip-flop"
export IMPL_yosys_cell_types_count=22
export IMPL_crit_reg2reg_launch="dataout[2]"
export IMPL_fin_total_pwr_uw=569.1
export IMPL_critPathCaptureType="output pin"
export IMPL_drt_antenna_violating_nets=0
export IMPL_cts_clk_slew_worst_paths_ns=0.05
export IMPL_detail_route_wirelength_um=1366
export IMPL_syn_cell_area_um2=464.2
export IMPL_routabilityCongestion=0.7682
export IMPL_drt_iter0_drcs=19
export IMPL_std_cell_rows=21
export IMPL_fp_utilization_pct=13.59
export IMPL_worstSetupStartpointType="flip-flop"
export IMPL_post_dp_hpwl_um=1099
export IMPL_clk_latency_ns=0.25
export IMPL_hold_viol=0
export IMPL_top_cells_by_area="dfxtp_1 35%, xor2_1 7.5%, o211ai_1 6.5%"
export IMPL_cts_htree_levels=1
export IMPL_relative_max_transition_margin_pct=83.12
export IMPL_cts_max_path_buffers=2
export IMPL_regArea_um2=185.2
export IMPL_clock_sinks=8
export IMPL_grt_pass1_vias=471
export IMPL_required_ns=1.12
export IMPL_tritoncts="done"
export IMPL_grt_pass1_wl_um=2297
export IMPL_critical_path_depth=1
export IMPL_grt_antenna_before_repair=0
export IMPL_setup_violations=0
export IMPL_worst_setup_path_startpoint="dataout[2]"
export IMPL_grtUsageTotal_pct=4.592
export IMPL_grt_setup_unrepaired="false"
export IMPL_die_area_um2=6400
export IMPL_drv_cap=0
export IMPL_synthesis_yosys_warnings=0
export IMPL_crit_path_top_delay_cell="clkdlybuf4s50_1"
export IMPL_drt_pre_antenna_iters=2
## layout by cell type, fill, tap and decap left out, types with 4 or more instances in the layout
| cell | n |
|---|---|
| buf_4 | 6 |
| clkdlybuf4s50_1 | 11 |
| dfxtp_4 | 6 |
| dlygate4sd2_1 | 4 |
| dlymetal6s2s_1 | 4 |
| nor2_1 | 5 |
| o211ai_1 | 4 |
| xor2_1 | 4 |
## synth_stat cells
library cell,number
or4_1,2
or3b_1,1
nor2_1,5
mux2_2,1
nor3_1,1
nand2_1,2
nand4_1,3
ha_1,1
dfxtp_1,8
buf_6,1
nor3b_1,3
o211ai_1,4
nand3_1,3
a21oi_1,3
o31a_1,1
xor2_1,4
buf_4,1
inv_1,2
mux2i_1,2
a211oi_1,3
o21a_1,1
clkbuf_1,1
## power by group
| group | total, µW | switching (µW) | internal (µW) |
|---|---|---|---|
| clock network | 178 | 79.5 | 98.2 |
| logic | 132 | 47.3 | 84.3 |
| registers | 260 | 16.2 | 244 |
## per-stage QoR
step | TNS (ns) | hold WS (ns) | worst slack, ns
3_3_place_gp | -1.428 | 0.5337 | -0.3905
6_report | 0 | 0.5281 | 0.05613
2_1_floorplan | 0 | 0.4268 | 0.01150
3_5_place_dp | -1.352 | 0.5388 | -0.3703
4_1_cts | 0 | 0.5139 | 0.004067
5_1_grt | 0 | 0.5430 | 0.01804
## repair_timing
action / CTS / global route
buffers inserted: 2 / 1
gates resized: 14 / 8
setup endpoints to repair: 9 / 5
pin swaps: 1 / 0
## worst min-delay path by stage
| stage | from | end | slack [ns] |
|---|---|---|---|
| after CTS | rst | dataout[3] | 0.51 |
| after global routing | rst | dataout[2] | 0.54 |
| final | dataout[7] | dataout[7] | 0.53 |
## kinds of logic (layout without fill, tap and decap cells)
kind of cell | Yosys count | after routing | share of synthesized area [%]
AND/OR/NAND/NOR | 20 | 20 | 23.99
AND-OR/OR-AND | 12 | 12 | 18.06
flip-flops | 8 | 8 | 34.50
buffers and inverters | 5 | 30 | 6.469
XOR/XNOR | 4 | 4 | 7.546
multiplexers | 3 | 3 | 6.739
adder cells (fa/ha/maj) | 1 | 1 | 2.695
## layout make-up
cell class              instances  share of cell area (%)
multi-input cells              40                   34.82
inverters                       2                  0.9539
flip-flops and latches          8                   23.53
clock buffers                   3                   2.862
well taps                      46                   7.313
repair buffers                 25                   30.52
## layer usage
layer	up-vias	track usage [%]	wire [µm]
li1	253	-	-
met4	0	0.3521	4
met1	199	6.809	750
met5	-	0	0
met3	2	2.727	134
met2	18	5.618	477
No activity file was given, so power comes from the tool's default toggle rates.
